<file path="design/flow/config.mk">
export PLATFORM = sky130hd
export DESIGN_NAME = timer_ip
export DESIGN_NICKNAME = timer_ip
export VERILOG_FILES = /design/flow/design.v
export SDC_FILE = /design/flow/constraint.sdc
export NUM_CORES = 4
export LEC_CHECK = 1
export CORE_UTILIZATION = 50
</file>
<file path="design/flow/constraint.sdc">
current_design timer_ip

set clk_period 5.4
set clk_io_pct 0.2

create_clock -name clk0 -period $clk_period [get_ports {clk}]

set non_clock_inputs [all_inputs -no_clocks]
set_input_delay [expr $clk_period * $clk_io_pct] -clock clk0 $non_clock_inputs
set_output_delay [expr $clk_period * $clk_io_pct] -clock clk0 [all_outputs]
</file>
<file path="design/flow/design.v">
module timer_ip (
    input            clk,
    input            resetn,
    input            sel,
    input            we,
    input  [31:0]    addr,
    input  [31:0]    wdata,
    output reg [31:0] rdata,
    output reg       timeout
);
    localparam REG_CTRL  = 32'h00;   
    localparam REG_LOAD  = 32'h04;   
    localparam REG_VALUE = 32'h08;   
    localparam REG_STAT  = 32'h0C;   
    reg        en;
    reg        mode;           
    reg [31:0] load_reg;
    reg [31:0] value_reg;
    wire tick = 1'b1;    
    always @(posedge clk or negedge resetn) begin
        if (!resetn) begin
            en       <= 1'b0;
            mode     <= 1'b0;
            load_reg <= 32'd0;
        end else if (sel && we) begin
            case (addr[3:0])
                REG_CTRL: begin
                    en   <= wdata[0];
                    mode <= wdata[1];
                end
                REG_LOAD: begin
                    load_reg <= wdata;
                end
                default: ;
            endcase
        end
    end
    always @(posedge clk or negedge resetn) begin
        if (!resetn) begin
            value_reg <= 32'd0;
            timeout   <= 1'b0;
        end else begin
            timeout <= 1'b0;    
            if (en && tick) begin
                if (value_reg > 0) begin
                    value_reg <= value_reg - 1'b1;
                end else begin
                    timeout <= 1'b1;    
                    if (mode)
                        value_reg <= load_reg;  
                    else
                        value_reg <= 32'd0;     
                end
            end
        end
    end
    always @(*) begin
        case (addr[3:0])
            REG_CTRL:  rdata = {30'b0, mode, en};
            REG_LOAD:  rdata = load_reg;
            REG_VALUE: rdata = value_reg;
            REG_STAT:  rdata = {31'b0, timeout};
            default:   rdata = 32'b0;
        endcase
    end
endmodule
</file>
<file path="design/flow/run.sh">
#!/bin/bash
# OpenROAD 26Q1-2900-gdf79404cd8, Yosys 0.63+post, stock flow scripts
make -C /OpenROAD-flow-scripts/flow DESIGN_CONFIG=/design/flow/config.mk WORK_HOME=/design/flow/orfs finish
</file>
==> Slide: Implementation Results <==
Flow Results at a Glance

Final layout
  • Non-Filler Instances: 571
  • Layout area overhead: 25.7%
  • Layout cells sized above 1: 0.161

Setup path
  • Worst path buffer plus inverter count: 3
  • Critical path type: in2out
  • Crit-path max FO: 30
  • Slowest stage delay, CP: 0.59 ns
  • Critical Path Most Common Cell: clkdlybuf4s50_1
  • CP Capture Type: primary output
  • R2R setup slack: 2.49 ns
  • Family with the most delay on the worst path: buffers and inverters
  • Crit path required time: 4.32 ns
  • Critical Path Start Type: input port
  • CP max stage cell: clkdlybuf4s50_1
  • CP Data Arrival Time: 2.98 ns
  • CP Cell Sequence: clkdlybuf4s50_1 -> nor2b_2 -> buf_4 -> a22oi_1 -> nor2_1 -> clkdlybuf4s50_1

Job
  • Tool warnings: 54
  • Max-cap violations: 0

Yosys
  • Mapped Cells: 406
  • Ys cells: 406
  • Yosys Warn Count: 1
  • Post-synth EDFFs: 0
  • Post-Syn Area: 0.00393 mm^2
  • Yosys stat chip area: 0.00393 mm^2
  • Synth Area per Inst: 9.67 um^2
  • Post-synth ARST share: 1.00
  • Cell Type Count: 52
  • Post-synth regs: 67
  • Synth Flop Type: dfrtp_1
  • Post-synth seq share: 0.427

Die
  • Core Region: 0.00741 mm^2
  • Initial Util: 0.530
  • Die ar.: 0.00821 mm^2
  • Die W: 90.6 um
  • IO Pins: 101
  • Die Y: 90.6 um
  • Site Rows: 31

Timing
  • TNS Setup: 0 ns
  • Post-route clock period utilization: 0.752
  • Pins Over Slew Limit: 0
  • Max Fclk: 246 MHz
  • Fin crit period: 4.06 ns
  • Worst slew margin: 0.455
  • Final worst slack: 1.34 ns
  • RSZ-0062 raised after global routing: false
  • Final setup vio count: 0
  • Clk_skew: 0.00793 ns
  • Slew @ Worst Pin: 0.814 ns
  • Worst Hold Slack: 0.510 ns
  • Hold Fails Final Rpt: 0

Routing
  • First-pass DRT Iterations: 4
  • Diodes inserted: 0
  • Detailed router's first-iteration violation count: 198
  • Antenna Nets Post-Route: 0
  • Vias per inst: 5.96
  • Via count: 3402
  • Final wirelength: 9.71 mm
  • DR DRC count: 0
  • WL per Instance: 17.0 um

Clock tree
  • Longest Clk Path Bufs: 2
  • # resized after CTS: 0
  • CTS tree: done
  • Worst skew pair latency: 0.35 ns
  • Postcts setup bufs: 0
  • CTS root buf: clkbuf_8
  • TritonCTS Sinks: 67
  • CTS clk-pin slew, worst paths: 0.07 ns
  • CTS buffer count: 9
  • Cts hold-fix bufs: 0
  • H-tree levels: 3

Status
  • Status: completed

Pwr
  • PD cells: 409 mW/mm^2
  • Pint: 1.26 mW
  • Reg power frac: 0.417
  • Combinational share of power: 0.324
  • Switching Power: 0.752 mW
  • IR drop worst, VDD: 0.208 mV
  • Switch share: 0.373
  • Part of the power in the clock network: 0.258
  • Tot Pwr: 2.02 mW
  • Leakage: 1.99 nW

Placement
  • Pre-CTS setup slack: 1.33 ns
  • I/O Buffers: 72
  • GPL Wtd Cong: 0.880
  • DP HPWL: 6.27 mm
  • Placed Cells: 555

Global route
  • Global-route wire length before repair: 16.5 mm
  • Overflow after GRT: 0
  • Overall Global Routing Usage: 0.258
  • Largest net degree at the start of global routing: 37
  • Antenna violations before repair: 0
  • Number of global-route vias before repair: 3224

Worst hold path
  • Min-Delay Path Class: reg2reg
## Yosys cell counts (3+ instances only)
master	number	area, um^2
a21oi_1	9	45.0
a22o_1	6	52.6
a22oi_1	40	300
and2_1	3	18.8
buf_2	3	15.0
clkbuf_1	23	86.3
dfrtp_1	67	1680
inv_1	9	33.8
mux2_2	35	394
mux2i_1	6	60.1
nand2_1	32	120
nand3_1	6	30.0
nand4_1	10	62.6
nor2_1	53	199
nor2b_1	3	18.8
nor3_1	14	70.1
nor4_1	6	37.5
nor4_2	4	50.1
o21a_1	6	45.0
o21ai_0	9	45.0
o21ai_1	6	30.0
o22a_1	7	61.3
o31ai_1	3	22.5
or2_2	3	18.8
or3_1	7	43.8
or4_1	3	22.5
## worst reg2reg max path, cell delays in order, from the launching register on
cell,delay [ns]
dfrtp_1,0.42
inv_1,0.10
ha_1,0.19
nor4b_4,0.38
nand4_1,0.71
nor4_4,0.79
a221o_1,0.27
## worst paths after layout
check	from	cells after the start	to
worst max-delay path	addr[2]	6	rdata[10]
worst min register to register	load_reg[6]$_DFFE_PN0P_	2	value_reg[6]$_DFFE_PN0P_
min in group asynchronous	resetn	1	load_reg[0]$_DFFE_PN0P_
worst min-delay path	load_reg[6]$_DFFE_PN0P_	2	value_reg[6]$_DFFE_PN0P_
max in group asynchronous	resetn	2	value_reg[17]$_DFFE_PN0P_
worst max register to register	value_reg[0]$_DFFE_PN0P_	6	value_reg[26]$_DFFE_PN0P_
## cell type report
class | count | area [um^2]
fillers | 588 | 2470
multi-input cells | 301 | 2080
flip-flops and latches | 67 | 1680
repair buffers | 79 | 768
clock buffers | 10 | 138
well taps | 99 | 124
clock inverters | 6 | 113
inverters | 9 | 33.8
## through the flow
step | utilization | area [um^2]
final | 0.666 | 4930
after global routing | 0.666 | 4930
after CTS | 0.666 | 4930
after detailed placement | 0.632 | 4680
after global placement | 0.632 | 4680
after floorplan | - | 3930
## per-layer routing
layer | routed length (um) | part of all wire | track usage
met1 | 4690 | 0.48 | 0.426
met2 | 4330 | 0.45 | 0.381
met3 | 617 | 0.064 | 0.0530
met5 | 0 | 0 | 0
met4 | 71 | 0.0073 | 0.0228
## power by group through the flow
stage	combinational, mW	clock, mW	sequential, mW
global route	0.738	0.554	0.871
CTS	0.650	0.534	0.840
finish	0.654	0.521	0.842
## cell families after synthesis
kind of cell,Yosys count,synth area share
buffers and inverters,38,0.0440
AOI/OAI and AO/OA,99,0.184
muxes,42,0.121
xor gates and xnor gates,1,0.00223
and+or+nand+nor,158,0.219
adders and majority gates,1,0.00319
DFF,67,0.427
## placed cells by master, fill, tap and decap left out, drive strengths merged, types with 6 or more instances in the layout
cell type,synthesis,layout
clkdlybuf4s50,0,71
dfrtp,67,67
nor2,53,53
a22oi,40,40
mux2,35,35
nand2,32,32
nor3,15,15
o21ai,15,15
nor4,12,12
nand4,11,11
clkbuf,23,10
inv,9,9
a21oi,9,9
buf,6,8
o22a,7,7
or3,7,7
mux2i,6,6
nand3,6,6
a22o,6,6
o21a,6,6
Power is estimated from default activity; no workload was simulated.
