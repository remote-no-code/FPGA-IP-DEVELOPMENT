`flow/design.v`:
```
module gpio_ctrl_ip (
    input              clk,
    input              rst_n,
    input              bus_valid,
    input              bus_we,
    input      [31:0]  bus_addr,
    input      [31:0]  bus_wdata,
    output reg [31:0]  bus_rdata,
    input      [31:0]  gpio_in,
    output     [31:0]  gpio_out
);
    reg  [31:0] gpio_data;    
    reg  [31:0] gpio_dir;     
    wire [31:0] gpio_read;    
    localparam GPIO_DATA_OFF = 8'h00;
    localparam GPIO_DIR_OFF  = 8'h04;
    localparam GPIO_READ_OFF = 8'h08;
    wire [7:0] addr_offset = bus_addr[7:0];
    always @(posedge clk or negedge rst_n) begin
        if (!rst_n) begin
            gpio_data <= 32'h0;
            gpio_dir  <= 32'h0;
        end else if (bus_valid && bus_we) begin
            case (addr_offset)
                GPIO_DATA_OFF: gpio_data <= bus_wdata;
                GPIO_DIR_OFF:  gpio_dir  <= bus_wdata;
                default: ;
            endcase
        end
    end
    always @(*) begin
        case (addr_offset)
            GPIO_DATA_OFF: bus_rdata = gpio_data;
            GPIO_DIR_OFF:  bus_rdata = gpio_dir;
            GPIO_READ_OFF: bus_rdata = gpio_read;
            default:       bus_rdata = 32'h0;
        endcase
    end
    assign gpio_out = gpio_data & gpio_dir;
    assign gpio_read = (gpio_dir & gpio_data) |
                       (~gpio_dir & gpio_in);
endmodule
```
`flow/run.sh`:
```
#!/bin/bash
# OpenROAD 26Q1-2900-gdf79404cd8, Yosys 0.63+post, stock flow scripts
make -C /OpenROAD-flow-scripts/flow DESIGN_CONFIG=/design/flow/config.mk WORK_HOME=/design/flow/orfs finish
```
`flow/config.mk`:
```
export PLATFORM = sky130hd
export DESIGN_NAME = gpio_ctrl_ip
export DESIGN_NICKNAME = gpio_ctrl_ip
export VERILOG_FILES = /design/flow/design.v
export SDC_FILE = /design/flow/constraint.sdc
export NUM_CORES = 4
export LEC_CHECK = 1
export CORE_UTILIZATION = 50
```
`flow/constraint.sdc`:
```
current_design gpio_ctrl_ip

set clk_period 6.2
set clk_io_pct 0.2

create_clock -name clk0 -period $clk_period [get_ports {clk}]

set non_clock_inputs [all_inputs -no_clocks]
set_input_delay [expr $clk_period * $clk_io_pct] -clock clk0 $non_clock_inputs
set_output_delay [expr $clk_period * $clk_io_pct] -clock clk0 [all_outputs]
```
==> results.yml <==
# flow metrics
run_status:
  outcome: "finished clean"
placed_design:
  port_buffers: 139
  dp_hpwl_um: 5860
  gp_congestion: 0.789
  placed_cell_area_mm2: 0.00538
timing:
  period_needed_ps: 4560
  tns_ps: 0
  maxSlewViolCount: 0
  relSlewSlack_pct: 51.6
  fmax_ghz: 0.219
  rsz0062_at_grt: "no"
  hold_viol: 0
  tightest_slew_ps: 726
  fin_skew_ps: 0
  min_period_over_period_pct: 73.5
  setup_viol: 0
finish:
  final_area_mm2: 0.00560
  area_delta_synth_final_pct: 40.7
  drive_gt1_share_pct: 18.3
  layout_top_cells: "clkdlybuf4s50_1 (136), dfrtp_1 (64), mux2_4 (60)"
  fillers: 553
  final_common_cell: "clkdlybuf4s50_1"
critical_path:
  r2r-end: "gpio_dir[18]"
  r2r_setup_slack_ps: 5410
  end_kind: "output pin"
  critPathMaxFanout: 36
  crit_path_start_kind: "primary input"
  reg2reg_from: "gpio_dir[18]"
  required_ps: 4960
  criticalPathCategory: "primary input to output pin"
  cp_slowest_cell: "buf_2"
  crit_family: "buffers and inverters"
  cp.arrival_ps: 3320
  reg2reg_depth: 1
  crit_chain: "buf_2, buf_4, mux2i_1, o22a_1, nor2_1, clkdlybuf4s50_1"
  cp.buffers_inverters: 3
  cpPeakStageDelay_ps: 560
cts:
  clk_latency_ps: 320
  clkTransAtPathRegs_ps: 60
  cts_setup_buffers: 0
  h-tree-depth: 3
  numClockSinks: 64
  post_cts_resized: 0
  numCtsBuffers: 9
  clockBufferDepth: 2
  cts_root_buffer: "clkbuf_8"
  cts_tree: "yes"
  hold_buffers: 0
drt:
  antennaDiodeCount: 0
  wl_um: 8840
  wl_per_cell_um: 15.0
  routed_via_density: 5.31
  drt_pass1_iterations: 4
  vias: 3129
  ant_nets: 0
  initialDrtViolationCount: 106
  drc: 0
logic_synthesis:
  ys_cells: 351
  yosys_area_mm2: 0.00398
  syn_avg_cell_area_um2: 11.3
  synthCells: 351
  ys_warn_count: 1
  synth_flops: 64
  synth.distinct_cells: 20
  synth_area_mm2: 0.00398
  synth_seq_share_pct: 40.3
hold_path:
  min_path_type: "flip-flop to flip-flop"
  hold_end: "gpio_data[11]"
  worst_hold_startpoint: "gpio_data[11]"
  hold_depth: 1
global_routing:
  track_usage_pct: 22.6
  grt_pass1_wl_um: 14700
  grt_max_degree: 37
  grt.overflow.total: 0
  grt_pass1_vias: 3134
  grt_antenna_before_repair: 0
pwr:
  max-vdd-ir-drop_v: 0.000104
  p_per_area_mw_per_mm2: 169
  p_leak_nw: 2.51
floorplan:
  fp.dieW_um: 91.2
  core_mm2: 0.00773
  die-area_mm2: 0.00831
  row_count: 32
  pin_count: 164
  die_y_um: 91.2
  fp_util_pct: 51.5
run:
  drv_cap: 0
  warning_count: 50
==> kinds of logic after synthesis <==
group	Yosys count	share of synthesized area (%)
mux	96	31.8
flops	64	40.3
compound gates	63	11.9
buf+inv	56	6.55
simple gates	72	9.44
==> worst max path at each step <==
stage | startpoint | endpoint | slack (ps) | cells after the start
6_report | bus_addr[2] | bus_rdata[16] | 1640 | 6
5_1_grt | bus_addr[2] | bus_rdata[17] | 1490 | 6
4_1_cts | bus_addr[2] | bus_rdata[16] | 1660 | 6
==> state kept, by name, summed over array words and instances, names as in the netlist <==
name	count
gpio_data	32
gpio_dir	32
==> synthesized netlist by cell type <==
cell type / number / area share, %
dfrtp_1: 64 / 40
mux2_4: 60 / 23
nor2_1: 33 / 3.1
and2_1: 32 / 5.0
mux2i_1: 32 / 8.1
a31oi_1: 31 / 4.9
inv_1: 31 / 2.9
o22a_1: 31 / 6.8
clkbuf_1: 13 / 1.2
buf_6: 6 / 1.7
buf_2: 4 / 0.50
mux2_2: 4 / 1.1
buf_1: 2 / 0.19
nand2_1: 2 / 0.19
nand2b_1: 1 / 0.16
nand3b_1: 1 / 0.19
nor4_2: 1 / 0.31
o21a_1: 1 / 0.19
or4_1: 1 / 0.19
or4b_1: 1 / 0.25
==> power by group <==
| group | switching [W] | internal, W | total, W |
|---|---|---|---|
| sequential | 0.00000922 | 0.000429 | 0.000438 |
| combinational | 0.0000457 | 0.0000778 | 0.000124 |
| clock | 0.000149 | 0.000237 | 0.000387 |
==> per-layer routing <==
| layer | vias up | GRT usage, % | wire length (µm) |
|---|---|---|---|
| met5 | - | 0 | 0 |
| met4 | 0 | 3.17 | 114 |
| met3 | 10 | 4.85 | 502 |
| met2 | 83 | 36.6 | 4150 |
| met1 | 1533 | 33.5 | 4070 |
| li1 | 1503 | - | - |
==> per-stage QoR <==
stage | setup WS [ps] | cells | hold slack [ps] | total power, W | utilization, %
2_1_floorplan | 2600 | 351 | 493 | 0.000500 | -
4_1_cts | 1660 | 589 | 527 | 0.000955 | 72.4
6_report | 1640 | 589 | 523 | 0.000948 | 72.4
5_1_grt | 1490 | 589 | 536 | 0.000990 | 72.4
3_5_place_dp | 1660 | 573 | 511 | 0.000569 | 69.7
3_3_place_gp | 1660 | 573 | 505 | 0.000567 | 69.7
==> final cells by class <==
cell class | instances | area (µm²) | share of cell area [%]
multi-input cells | 231 | 2120 | 37.8
flip-flops and latches | 64 | 1600 | 28.6
repair buffers | 145 | 1420 | 25.4
clock buffers | 13 | 149 | 2.66
well taps | 102 | 128 | 2.28
inverters | 31 | 116 | 2.08
clock inverters | 3 | 65.1 | 1.16
No activity file was given, so power comes from the tool's default toggle rates.
